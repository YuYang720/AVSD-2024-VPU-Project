File: design/flow/run.sh
#!/bin/bash
# OpenROAD 26Q1-2900-gdf79404cd8, Yosys 0.63+post, stock flow scripts
make -C /OpenROAD-flow-scripts/flow DESIGN_CONFIG=/design/flow/config.mk WORK_HOME=/design/flow/orfs finish
File: design/flow/config.mk
export PLATFORM = sky130hd
export DESIGN_NAME = WDT
export DESIGN_NICKNAME = WDT
export VERILOG_FILES = /design/flow/design.v
export SDC_FILE = /design/flow/constraint.sdc
export NUM_CORES = 4
export LEC_CHECK = 1
export CORE_UTILIZATION = 30
File: design/flow/constraint.sdc
current_design WDT

set clk_period 6.6
set clk_io_pct 0.2

create_clock -name clk0 -period $clk_period [get_ports {clk}]

set non_clock_inputs [all_inputs -no_clocks]
set_input_delay [expr $clk_period * $clk_io_pct] -clock clk0 $non_clock_inputs
set_output_delay [expr $clk_period * $clk_io_pct] -clock clk0 [all_outputs]
File: design/flow/design.v
module WDT (
    input  logic        clk,
    input  logic        rst,
    input  logic        WDEN,
    input  logic        WDLIVE,
    input  logic [31:0] WTOCNT,
    output logic        WTO,
    output logic        WTO_write
);
    logic [31:0] WDT_counter;
    logic        timeout;
    always_ff @(posedge clk) begin
        if     (rst)     WDT_counter <= 32'd0;
        else if(!WDEN)   WDT_counter <= 32'd0;
        else if(WDLIVE)  WDT_counter <= 32'd0;
        else if(timeout) WDT_counter <= WDT_counter;
        else             WDT_counter <= WDT_counter + 32'd1;
    end
    assign timeout = (WDT_counter >= WTOCNT);
    always_ff @(posedge clk) begin
        if(rst) begin
            WTO       <= 1'b0;
            WTO_write <= 1'b0;
        end else begin
            WTO       <= (WDEN & timeout);
            WTO_write <= (WTO != (WDEN & timeout));
        end
    end
endmodule
==> metrics.yaml <==
cts.hold.buffers_added: 0
initCoreUtil_pct: 30.9
dp_slack_ps: 2170
cp_slowest_stage_delay_ps: 740
htreeDepth: 2
drive_gt1_share_pct: 5.84
die_h_um: 99.3
cts_tree: "done"
min_path_cells: 2
cap_viol_max_count: 0
grt_setup_unrepaired: "false"
yosysSeqAreaShare_pct: 24.0
final_area_um2: 3420
ir_drop_mv: 0.0652
fmax_ghz: 0.248
wire_per_inst_um: 13.8
vias: 2687
worstMarginPinSlew_ps: 951
clockBufferDepth: 2
finalHoldViolations: 0
drt-initial-drc-count: 148
tool_warnings: 25
ys_types: 43
grt_overflow_total: 0
die-width_um: 99.3
cts_root_buf: "clkbuf_8"
hold_class: "reg -> reg"
grt_pass1_wl_mm: 11.9
clock-sinks: 34
worst_setup_path_start_kind: "input port"
ys.flop_type: "dfxtp_1"
numPortBuffers: 37
gp_congestion: 0.847
wl_mm: 6.99
cts_buffers: 5
postSynth.asyncResetShare_pct: 0
post_cts_resize_count: 0
dp_hpwl_mm: 5.20
firstDrtPassIters: 4
synth.avg_cell_area_um2: 7.80
dieArea_um2: 9850
finalSetupTns_ps: 0
p_leak_nw: 1.38
clk_latency_ps: 290
r2r_start: "WDT_counter[0]$_SDFFE_PP0N_"
n_fill_cell: 942
critPathBufInv: 2
post_cts.repair.setup_buffers: 0
min_from: "WDT_counter[31]$_SDFFE_PP0N_"
rows: 35
worstPathRequired_ps: 6830
antenna_cells: 0
cp_data_arrival_time_ps: 4260
track_usage_pct: 14.9
vias_per_cell: 5.32
finClkSkew_ps: 5.45
worst_slack_ps: 2570
reg2reg_depth: 9
edf_count: 0
syn_inst: 364
topCellsByArea: "dfxtp_1, ha_1, mux2i_1, nand2_1, nand4_1"
critPathLaunch: "WTOCNT[0]"
grt_pass1_vias: 2511
top_cell_area_share_pct: 24.0
post-synth-top-area-cell: "dfxtp_1"
cp.depth: 9
core-area_um2: 9200
setup_viol: 0
p_per_area_nw_per_um2: 131
drcViolationCount: 0
drtAntennaViolNets: 0
yosys_warnings: 1
status: "complete, no violations"
fin_crit_sh_pct: 61.1
ioPinCount: 38
cp-end-kind: "flip-flop"
final.min_clock_period_ps: 4030
max_slew_margin_pct: 36.6
worstSetupPathType: "in -> reg"
area_delta_synth_final_pct: 20.4
syn_area_um2: 2840
grt_max_degree: 28
cts.clk_slew.worst_paths_ps: 80
path_delay_family: "AND-OR/OR-AND gates"
synth-area-yosys_um2: 2840
ys.flops: 34
cp_cell_sequence: "clkdlybuf4s50_1, ha_1, nand2b_1, a2111oi_0, o311a_1, a211oi_4, buf_4, or4_1, a21oi_1"
antenna_found_initial: 0
place_area_um2: 3310
finalMaxSlewViolations: 0
path_max_fanout: 27
slowest_stage: "a2111oi_0"
yosys_cells: 364
-- cell type report --
cell class / instances / area [µm²] / share of cell area (%)
clock inverter: 3 / 40.0 / 1.17
clock buffer: 5 / 68.8 / 2.01
multi-input combinational: 275 / 1960 / 57.3
inverter: 37 / 139 / 4.07
sequential: 34 / 681 / 19.9
tap: 111 / 139 / 4.07
timing repair buffer: 40 / 393 / 11.5
-- report_power, final --
part / switching (W) / internal (W)
Combinational: 0.0000202 / 0.0000279
Sequential: 0.000000409 / 0.000205
Clock: 0.0000815 / 0.000111
Total: 0.000102 / 0.000344
-- worst reg2reg max path: stages (launching register included) --
cell and delay (ps):
dfxtp_1 400, inv_1 80, ha_1 260, nand2b_1 130, a2111oi_0 740, o311a_1 310
a211oi_4 140, buf_4 270, or4_1 520, a21oi_1 150
-- metal layers --
| layer | share of wire [%] | wire length (µm) | track usage (%) |
|---|---|---|---|
| met1 | 50 | 3490 | 21.9 |
| met2 | 45 | 3150 | 24.3 |
| met3 | 3.2 | 224 | 2.07 |
| met4 | 1.7 | 121 | 2.15 |
| met5 | 0 | 0 | 0 |
-- cells in the mapped netlist, types with 3 or more instances --
library cell and n:
o31ai_1 5, clkbuf_1 14, a21o_1 5, ha_1 33
nand2_1 45, or2_2 3, nor4_1 7, nand4_1 24
and4_1 4, and3_1 4, inv_1 36, nand3_1 14
or4_1 12, buf_2 3, a21oi_1 13, nor2_1 7
mux2i_1 25, dfxtp_1 34, or3_1 23, nor3_1 22
o21a_1 5
-- final timing paths --
kind	to	slack [ps]
max	WDT_counter[28]$_SDFFE_PP0N_	2570
min	WDT_counter[31]$_SDFFE_PP0N_	500
max reg2reg	WDT_counter[28]$_SDFFE_PP0N_	3540
min reg2reg	WDT_counter[31]$_SDFFE_PP0N_	500
-- registers in the layout, summed over array words and instances (netlist names) --
name / flops
WDT_counter: 32
WTO_write: 1
WTO: 1
-- per-stage QoR --
stage	instances	total power, W	hold WS, ps	utilization (%)
after detailed placement	497	0.000259	481	36.0
after global placement	497	0.000259	482	36.0
final	505	0.000447	496	37.1
after CTS	505	0.000451	494	37.1
after floorplan	364	0.000232	454	-
after global routing	505	0.000464	536	37.1
-- cell usage in the layout (no fill, tap or decap), types with 2 or more instances in the layout --
cell type        synthesis  routed
a21o_1                   5       5
a21oi_1                 13      13
and3_1                   4       4
and4_1                   4       4
buf_4                    1       3
clkbuf_8                 0       5
clkdlybuf4s50_1          0      37
clkinv_2                 0       2
dfxtp_1                 34      34
ha_1                    33      33
inv_1                   36      36
mux2i_1                 25      25
nand2_1                 45      45
nand2b_1                 2       2
nand3_1                 14      14
nand4_1                 24      24
nand4_2                  2       2
nor2_1                   7       7
nor3_1                  22      22
nor4_1                   7       7
o21a_1                   5       5
o21ai_0                  2       2
o221ai_1                 2       2
o31ai_1                  5       5
or2_2                    3       3
or3_1                   23      23
or4_1                   12      12
-- kinds of logic (layout without fill, tap and decap cells) --
kind of cell,after synthesis,in the layout,synth area share (%)
muxes,25,25,8.82
and+or+nand+nor,173,173,34.0
buffers and inverters,55,85,7.54
adders and majority gates,33,33,14.6
AOI/OAI and AO/OA,44,44,11.1
DFF,34,34,24.0
Power is estimated from default activity; no workload was simulated.
