[flow/run.sh]
#!/bin/bash
# OpenROAD 26Q1-2900-gdf79404cd8, Yosys 0.63+post, stock flow scripts
make -C /OpenROAD-flow-scripts/flow DESIGN_CONFIG=/design/flow/config.mk WORK_HOME=/design/flow/orfs finish
[flow/config.mk]
export PLATFORM = sky130hd
export DESIGN_NAME = ras
export DESIGN_NICKNAME = ras
export VERILOG_FILES = /design/flow/design.v
export SDC_FILE = /design/flow/constraint.sdc
export NUM_CORES = 4
export LEC_CHECK = 1
export CORE_UTILIZATION = 30
export SYNTH_HDL_FRONTEND = slang
[flow/constraint.sdc]
current_design ras

set clk_period 8.0
set clk_io_pct 0.2

create_clock -name clk0 -period $clk_period [get_ports {clk}]

set non_clock_inputs [all_inputs -no_clocks]
set_input_delay [expr $clk_period * $clk_io_pct] -clock clk0 $non_clock_inputs
set_output_delay [expr $clk_period * $clk_io_pct] -clock clk0 [all_outputs]
[flow/design.v]
module ras (
    input  logic        clk,
    input  logic        rst,
    input  logic        push,
    input  logic        pop,
    input  logic [31:0] data_in,
    output logic [31:0] data_out,
    output              valid
);
    parameter int DEPTH = 8;
    typedef struct packed {
        logic        valid;
        logic [31:0] return_addr;
    } RAS_info;
    RAS_info stack_C[DEPTH], stack_N[DEPTH];
    assign data_out = stack_C[0].return_addr;  
    assign valid = stack_C[0].valid;
    always_comb begin
        stack_N = stack_C;
        if (push) begin
            stack_N[0].return_addr = data_in;
            stack_N[0].valid = 1'b1;
            stack_N[1:DEPTH-1] = stack_C[0:DEPTH-2];  
        end else if (pop) begin
            stack_N[0:DEPTH-2] = stack_C[1:DEPTH-1];  
            stack_N[DEPTH-1].valid = 1'b0;
            stack_N[DEPTH-1].return_addr = 32'd0;
        end
    end
    always_ff @(posedge clk) begin : update_RAS
        if (rst) begin
            for (int i = 0; i < DEPTH; i = i + 1) begin
                stack_C[i] <= RAS_info'(0);
            end
        end else begin
            stack_C <= stack_N;
        end
    end
endmodule
==> flow_summary.html <==
<h2>Implementation results</h2>
<table>
<tr><th>Metric</th><th>Value</th></tr>
<tr><th colspan="2">Final timing</th></tr>
<tr><td>Final critical-path setup slack</td><td>approximately 4400 ps</td></tr>
<tr><td>Achievable frequency</td><td>277 MHz</td></tr>
<tr><td>Final Cycle Share</td><td>a little under half</td></tr>
<tr><td>Count of pins over their slew limit</td><td>0</td></tr>
<tr><td>Final Critical Period</td><td>between 3000 and 4000 ps</td></tr>
<tr><td>Tightest slew margin relative to the limit</td><td>46.3%</td></tr>
<tr><td>Worst slack on hold paths</td><td>between 400 and 500 ps</td></tr>
<tr><td>Total negative slack</td><td>0 ps</td></tr>
<tr><td>Transition time at the pin with the least slew margin</td><td>805 ps</td></tr>
<tr><td>RSZ-0062 raised after global routing</td><td>false</td></tr>
<tr><td>Final Hold Violating Endpoints</td><td>0</td></tr>
<tr><td>Skew final</td><td>about 5.9 ps</td></tr>
<tr><td>Finish-stage setup viols</td><td>0</td></tr>
<tr><th colspan="2">Pwr</th></tr>
<tr><td>Internal portion of total power</td><td>about 0.0023 W</td></tr>
<tr><td>Leakage component of the power</td><td>5.12 nW</td></tr>
<tr><td>Worst VDD drop</td><td>approximately 170 uV</td></tr>
<tr><td>Sequential share of power</td><td>48.2%</td></tr>
<tr><td>Fraction of power consumed by combinational cells</td><td>a little over a tenth</td></tr>
<tr><td>Switching power as a share of total power</td><td>23.8%</td></tr>
<tr><td>Total Power Consumption</td><td>0.00303 W</td></tr>
<tr><td>Clock network fraction of total power</td><td>between 40 and 50%</td></tr>
<tr><td>Switch Pwr</td><td>between 0.0007 and 0.0008 W</td></tr>
<tr><td>Power density cells</td><td>221 mW/mm^2</td></tr>
<tr><th colspan="2">Worst setup path</th></tr>
<tr><td>Largest driver fanout on the critical path</td><td>~94</td></tr>
<tr><td>Critical path required time</td><td>between 8000 and 9000 ps</td></tr>
<tr><td>Worst path arrival time</td><td>just over 4000 ps</td></tr>
<tr><td>CP cell instances</td><td>buf_8 -&gt; buf_4 -&gt; buf_12 -&gt; mux2i_1 -&gt; a211oi_1</td></tr>
<tr><td>Max stage delay cell, worst path</td><td>buf_4</td></tr>
<tr><td>Category of the critical setup timing path</td><td>in -&gt; reg</td></tr>
<tr><td>Delay of the slowest cell on the worst path</td><td>approximately 740 ps</td></tr>
<tr><td>R2r worst-path depth</td><td>2</td></tr>
<tr><td>Startpoint class of the critical path</td><td>input port</td></tr>
<tr><td>Capturing element type of the critical path</td><td>flop</td></tr>
<tr><th colspan="2">Clock network</th></tr>
<tr><td>Cell at the root of the clock tree</td><td>clkbuf_16</td></tr>
<tr><td>Hold-fix buffers at CTS</td><td>0</td></tr>
<tr><td>Clk pin slew, worst setup/hold paths</td><td>about 60 ps</td></tr>
<tr><td>Total setup buffers inserted after CTS</td><td>0</td></tr>
<tr><td>Maximum count of clock buffers along a single path</td><td>3</td></tr>
<tr><td>Worst skew pair latency</td><td>around 530 ps</td></tr>
<tr><td>Post_cts resized</td><td>0</td></tr>
<tr><td>CTS tree</td><td>done</td></tr>
<tr><td>H-tree lvl count</td><td>1</td></tr>
<tr><td>Clk sinks</td><td>about 260</td></tr>
<tr><td>Number of buffers added by the clock tree synthesis step</td><td>27</td></tr>
<tr><th colspan="2">Yosys</th></tr>
<tr><td>Post-synthesis cell type count</td><td>17</td></tr>
<tr><td>Total of warnings raised by yosys</td><td>0</td></tr>
<tr><td>Flip-flops with a built-in enable</td><td>0</td></tr>
<tr><td>Area figure in the yosys stat output</td><td>~0.012 mm^2</td></tr>
<tr><td>Post-synthesis cell count from yosys</td><td>~1200</td></tr>
<tr><td>Gate count of the mapped netlist</td><td>around 1200</td></tr>
<tr><td>Main flop type after synthesis</td><td>dfxtp_1</td></tr>
<tr><td>Sequential area share after synthesis</td><td>a little over two fifths</td></tr>
<tr><td>Async set-or-reset flop fraction in the synthesized netlist</td><td>0%</td></tr>
<tr><td>Mean Syn Cell Area</td><td>between 10 and 15 um^2</td></tr>
<tr><td>Area of the mapped netlist</td><td>around 0.012 mm^2</td></tr>
<tr><td>Seq cells post-synth</td><td>264</td></tr>
<tr><th colspan="2">Routing</th></tr>
<tr><td>Antenna violation net count after detailed routing</td><td>0</td></tr>
<tr><td>Overall routed net length</td><td>22900 um</td></tr>
<tr><td>Detail-routed net length per standard cell</td><td>roughly 13 um</td></tr>
<tr><td>Iter 0 DRT Violations</td><td>440</td></tr>
<tr><td>Drt via density</td><td>~4.8</td></tr>
<tr><td>DRT Pass-1 Iters</td><td>4</td></tr>
<tr><td>Vias after detailed routing</td><td>just over 8000</td></tr>
<tr><td>Number of remaining DRC errors</td><td>0</td></tr>
<tr><td>ANT cells</td><td>0</td></tr>
<tr><th colspan="2">Run status</th></tr>
<tr><td>Run status</td><td>finished clean</td></tr>
<tr><th colspan="2">Floorplanning</th></tr>
<tr><td>IO Pins</td><td>between 60 and 70</td></tr>
<tr><td>Core utilization before placement</td><td>30.7%</td></tr>
<tr><td>Core Region</td><td>~0.04 mm^2</td></tr>
<tr><td>Chip Height</td><td>~200 um</td></tr>
<tr><td>Chip Area</td><td>roughly 0.042 mm^2</td></tr>
<tr><td>Width of the die</td><td>204 um</td></tr>
<tr><td>Row count</td><td>around 73</td></tr>
<tr><th colspan="2">Global routing</th></tr>
<tr><td>Largest net degree at the start of global routing</td><td>95</td></tr>
<tr><td>Overall track demand over capacity in global routing</td><td>11.0%</td></tr>
<tr><td>Vias in the first global route</td><td>approximately 7900</td></tr>
<tr><td>Initial antenna violation count</td><td>0</td></tr>
<tr><td>Total overflow reported by the global router</td><td>0</td></tr>
<tr><td>First-pass GRT wire length</td><td>38900 um</td></tr>
<tr><th colspan="2">Final layout</th></tr>
<tr><td>Share of layout cells above drive strength 1</td><td>between 6 and 7%</td></tr>
<tr><td>Fillcell total</td><td>4004</td></tr>
<tr><td>Non-filler cells, final</td><td>1707</td></tr>
<tr><td>Sequential cell area</td><td>~0.0053 mm^2</td></tr>
<tr><td>Area grow syn2layout</td><td>11.9%</td></tr>
<tr><td>Combinational cell area excluding buffers and inverters</td><td>~0.0061 mm^2</td></tr>
<tr><td>Top cell excl fill/tap</td><td>dfxtp_1</td></tr>
<tr><td>Top library cells by usage in the layout, fill and taps aside</td><td>dfxtp_1 (264), mux2i_1 (231), nor2b_1 (230)</td></tr>
<tr><th colspan="2">Min path</th></tr>
<tr><td>Worst min path class</td><td>reg -&gt; reg</td></tr>
<tr><td>WHS Path Cells</td><td>2</td></tr>
<tr><th colspan="2">Place</th></tr>
<tr><td>Worst slack at placement</td><td>between 3000 and 4000 ps</td></tr>
<tr><td>Half-perimeter wire length of the detailed placement result</td><td>approximately 12000 um</td></tr>
<tr><td>I/O Buffers</td><td>between 60 and 70</td></tr>
<tr><td>Post-Place Cells</td><td>around 1700</td></tr>
<tr><td>GP Congestion</td><td>0.727</td></tr>
<tr><th colspan="2">Run</th></tr>
<tr><td>Number of warning messages in the logs</td><td>25</td></tr>
<tr><td>Number of max-cap violations</td><td>0</td></tr>
</table>
-- critical path, delay by kind of cell --
| family | cells | cell delay, ps |
|---|---|---|
| AND-OR/OR-AND | 1 | 260 |
| buffers and inverters | 3 | 1740 |
| multiplexers | 1 | 170 |
-- worst paths after layout --
check	start	endpoint	slack, ps
min	stack_C[62]	stack_C[29]	470
max reg2reg	stack_C[30]	stack_C[30]	7020
max	pop	stack_C[211]	4390
min reg2reg	stack_C[62]	stack_C[29]	470
-- layout make-up --
| class | count | share of cell area (%) |
|---|---|---|
| sequential | 264 | 38.5 |
| multi-input combinational | 791 | 44.4 |
| inverter | 1 | 0.0638 |
| timing repair buffer | 79 | 5.72 |
| tap | 525 | 4.79 |
| clock buffer | 45 | 6.22 |
| clock inverter | 2 | 0.255 |
-- sequential cells by signal (all words and copies together), names as in the netlist --
name / cells
stack_C: 231
valid: 1
data_out: 32
-- Yosys cell counts, types with 6 or more instances --
master      n  area [um^2]
dfxtp_1   264         5290
mux2i_1   231         2310
nor2b_1   230         1440
a211oi_1  222         1670
clkbuf_1   79          297
buf_4      51          383
a21oi_1    34          170
nand2_1    33          124
or3b_1     24          210
or3b_2      9         78.8
a211oi_2    8          100
buf_1       6         22.5
buf_12      6          120
-- stage by stage --
stage               util (%)  cell area (um^2)
detailed placement      32.1             12800
global route            34.3             13700
floorplan                  -             12300
finish                  34.3             13700
global placement        32.1             12800
CTS                     34.3             13700
-- power groups by stage --
| stage | clock network [W] | logic, W | registers (W) |
|---|---|---|---|
| global route | 0.00133 | 0.000355 | 0.00147 |
| finish | 0.00125 | 0.000319 | 0.00146 |
| CTS | 0.00129 | 0.000324 | 0.00146 |
-- layer usage --
| layer | track usage, % | wire [um] | vias to the layer above |
|---|---|---|---|
| li1 | - | - | 4229 |
| met1 | 17.6 | 12400 | 3930 |
| met2 | 16.1 | 9440 | 85 |
| met3 | 1.56 | 755 | 26 |
| met4 | 1.76 | 397 | 0 |
| met5 | 0 | 0 | - |
-- cells by family (layout without fill, tap and decap cells) --
family | after synthesis | count (layout) | synth area share, %
AND-OR/OR-AND | 264 | 264 | 15.8
multiplexers | 231 | 231 | 18.9
AND/OR/NAND/NOR | 296 | 296 | 15.1
flip-flops | 264 | 264 | 43.1
buffers and inverters | 150 | 127 | 7.15
No activity file was given, so power comes from the tool's default toggle rates.
