==> /design/flow/design.v <==
module AR_FIFO (
    input  logic        w_clk,
    input  logic        w_rst,
    input  logic        w_push,
    input  logic [44:0] w_data,
    output logic        w_full,
    input  logic        r_clk,
    input  logic        r_rst,
    input  logic        r_pop,
    output logic [44:0] r_data,
    output logic        r_empty
);
    localparam int unsigned data_bits = 45;
    logic [data_bits-1:0] mem;
    logic                 write_enable, read_enable;
    logic                 write_ptr, read_ptr;
    logic                 write_ptr_r_clk, read_ptr_w_clk;
    logic                 temp_data_r_clk, temp_data_w_clk;
    always_ff @(posedge r_clk) begin
        if (r_rst) begin
            temp_data_r_clk <= 1'b0;
            write_ptr_r_clk <= 1'b0;
        end else begin
            temp_data_r_clk <= write_ptr;
            write_ptr_r_clk <= temp_data_r_clk;
        end
    end
    always_ff @(posedge w_clk) begin
        if (w_rst) begin
            temp_data_w_clk <= 1'b0;
            read_ptr_w_clk  <= 1'b0;
        end else begin
            temp_data_w_clk <= read_ptr;
            read_ptr_w_clk  <= temp_data_w_clk;
        end
    end
    assign w_full       = (write_ptr != read_ptr_w_clk);
    assign r_empty      = (read_ptr  == write_ptr_r_clk);
    assign r_data       = mem;
    assign write_enable = (w_push && ~w_full);
    assign read_enable  = (r_pop  && ~r_empty);
    always_ff @(posedge w_clk) begin : push
        if (w_rst) begin
            mem       <= data_bits'(0);
            write_ptr <= 1'b0;
        end else if (write_enable) begin
            mem       <= w_data;
            write_ptr <= ~write_ptr;
        end
    end
    always_ff @(posedge r_clk) begin
        if      (r_rst)       read_ptr <= 1'b0;
        else if (read_enable) read_ptr <= ~read_ptr;
    end
endmodule
==> /design/flow/run.sh <==
#!/bin/bash
# OpenROAD 26Q1-2900-gdf79404cd8, Yosys 0.63+post, stock flow scripts
make -C /OpenROAD-flow-scripts/flow DESIGN_CONFIG=/design/flow/config.mk WORK_HOME=/design/flow/orfs finish
==> /design/flow/config.mk <==
export PLATFORM = sky130hd
export DESIGN_NAME = AR_FIFO
export DESIGN_NICKNAME = AR_FIFO
export VERILOG_FILES = /design/flow/design.v
export SDC_FILE = /design/flow/constraint.sdc
export NUM_CORES = 4
export LEC_CHECK = 1
export CORE_UTILIZATION = 30
==> /design/flow/constraint.sdc <==
current_design AR_FIFO

set clk_period 9.6
set clk_io_pct 0.2

create_clock -name clk0 -period $clk_period [get_ports {r_clk}]
create_clock -name clk1 -period $clk_period [get_ports {w_clk}]

set non_clock_inputs [all_inputs -no_clocks]
set_input_delay [expr $clk_period * $clk_io_pct] -clock clk0 $non_clock_inputs
set_output_delay [expr $clk_period * $clk_io_pct] -clock clk0 [all_outputs]
==> results.py <==
# Flow results
metrics = {
    "status": {
        "outcome": "finished clean",
    },
    "floorplanning": {
        "io_pins": 98,
        "die_area_sq_mm": 0.00797,
        "fp.coreArea_sq_mm": 0.00729,
        "fp_util": 0.313,
        "die_w_um": 89.3,
        "die_h_um": 89.3,
        "rows": 31,
    },
    "yosys": {
        "synth.cell_area_sq_mm": 0.00228,
        "edf_count": 0,
        "ys_cells": 220,
        "ys_area_sq_mm": 0.00228,
        "yosys_warnings": 1,
        "topCellsByArea": "dfxtp_1, a21oi_2, o21ai_2, nand3_1, buf_12",
        "netlist_instances": 220,
        "yosys.area.top_type": "dfxtp_1",
        "synth-seq-cells": 51,
        "flop_cell": "dfxtp_1",
        "synth_area_per_cell_sq_um": 10.4,
        "async_flop_share": 0,
        "synth_top_cell_by_count": "dfxtp_1",
        "top_cell_area_share": 0.447,
        "top_cells_by_count": "dfxtp_1, nand3_1, a21oi_2, o21ai_2, clkbuf_1",
        "synth.distinct_cells": 20,
        "ys_seq_frac": 0.447,
    },
    "global_routing": {
        "grt_start_max_net_pins": 49,
        "grt_pass1_vias": 1861,
        "grt_pass1_wl_um": 8690,
        "grt-ovfl-total": 0,
        "grt_util_all_layers": 0.140,
        "antenna_found_initial": 0,
    },
    "sta": {
        "rsz0062_at_grt": "no",
        "tightest_slew_ps": 735,
        "max_slew_margin": 0.510,
        "hold_viol": 0,
        "skew_ps": 6.49,
        "timing.final.ws_setup_ps": 5880,
        "whs_ps": 388,
        "fin_setup_tns_ps": 0,
        "drv_slew": 0,
        "setup_viol": 0,
    },
    "clocking": {
        "cts.clk_slew.worst_paths_ps": 90,
        "cts_hold_buf": 0,
        "cts_sinks": 51,
        "post_cts_buffers": 0,
        "cts_resized": 0,
        "cts_tree": "done",
    },
    "power_and_ir_drop": {
        "p_int_w": 0.000359,
        "switching_share": 0.255,
        "combPwrFrac": 0.180,
        "pwr-share-clk": 0.340,
        "p_switching_w": 0.000123,
        "irDropWorstVdd_v": 0.000100,
        "pwr-share-seq": 0.480,
        "p_per_area_mw_per_mm2": 144,
        "p_leak_nw": 1.07,
    },
    "hold_path": {
        "hold_path_end": "temp_data_w_clk$_SDFF_PP0_",
        "hold_class": "flip-flop to flip-flop",
        "worstHoldPathCells": 1,
        "min-delay-start": "read_ptr$_SDFFE_PP0P_",
    },
    "setup_path": {
        "end_kind": "output port",
        "rr_endpoint": "mem[30]$_SDFFE_PP0P_",
        "timing.rr.start": "write_ptr$_SDFFE_PP0P_",
        "arrival_ps": 1800,
        "path_class": "flip-flop to output port",
        "startpoint_type": "flip-flop",
        "worst-path-max-fanout": 46,
        "reg2reg_slack_ps": 8070,
        "worstPathRequired_ps": 7680,
        "worst-r2r-cell-count": 4,
    },
    "run": {
        "maxCapViolCount": 0,
        "log.warning_count": 26,
    },
    "route": {
        "wl_um": 5470,
        "via_per_inst": 4.66,
        "first_iter_violations": 45,
        "drc_errors": 0,
        "wl_per_cell_um": 13.4,
        "diodes": 0,
        "dr.pass1.iters": 3,
        "ant_nets": 0,
        "vias": 1905,
    },
    "place": {
        "dp_hpwl_um": 3390,
        "dp_slack_ps": 5960,
        "gp_congestion": 0.748,
        "io_buffers": 96,
    },
    "finish": {
        "finalCoreUtilization": 0.458,
        "drive_gt1_frac": 0.316,
        "area_growth_pct": 46.1,
    },
}
[power groups by stage]
| stage | sequential (W) | clock, W | combinational (W) |
|---|---|---|---|
| after CTS | 0.000231 | 0.000171 | 0.0000884 |
| after global routing | 0.000233 | 0.000181 | 0.0000949 |
| final | 0.000231 | 0.000164 | 0.0000869 |
[how the worst max path moves through the flow]
| stage | from | end | slack (ps) | cells past startpoint |
|---|---|---|---|---|
| CTS | write_ptr$_SDFFE_PP0P_ | w_full | 5860 | 3 |
| global route | write_ptr$_SDFFE_PP0P_ | w_full | 5810 | 3 |
| finish | write_ptr$_SDFFE_PP0P_ | w_full | 5880 | 3 |
[worst max-delay path, cell delays in order, from the launching register on]
cell and delay (ps):
dfxtp_1 480, xnor2_4 140, inv_8 310, clkdlybuf4s50_1 540
[layout by cell type (no fill, tap or decap)]
master           instances
xnor2_1                  1
nand3_1                 45
buf_2                    2
clkbuf_1                 1
mux2i_1                  1
inv_2                    1
a21oi_1                  6
nor2_1                   2
dfxtp_1                 51
o21ai_0                  1
inv_8                    1
o21ai_2                 39
clkdlybuf4s50_1         94
buf_4                    4
xnor2_4                  1
a21oi_2                 39
o21ai_1                  5
clkinvlp_4               2
clkbuf_8                 9
a211oi_1                 1
nor2b_1                  4
[registers in the layout, indices dropped and copies added (netlist names)]
| register | cells |
|---|---|
| read_ptr | 1 |
| read_ptr_w_clk | 1 |
| temp_data_r_clk | 1 |
| temp_data_w_clk | 1 |
| mem | 45 |
| write_ptr_r_clk | 1 |
| write_ptr | 1 |
[layer usage]
metal / wire, um / vias to the layer above / track usage / part of all wire
met4: 59 / 0 / 0.0173 / 0.011
met1: 2610 / 881 / 0.199 / 0.48
li1: - / 963 / - / -
met3: 384 / 5 / 0.0403 / 0.070
met5: 0 / - / 0 / 0
met2: 2410 / 56 / 0.223 / 0.44
[area by class of cell]
class                      instances  area [sq um]
tap                               99           124
clock inverter                     2          15.0
fill                             716          3950
multi-input combinational        145          1050
inverter                           2          15.0
clock buffer                      10           128
timing repair buffer             100           981
sequential                        51          1020
[through the flow]
step | power (W) | area (sq um) | instances
2_1_floorplan | 0.000282 | 2280 | 220
3_3_place_gp | 0.000324 | 3200 | 397
3_5_place_dp | 0.000324 | 3200 | 397
4_1_cts | 0.000490 | 3340 | 409
5_1_grt | 0.000509 | 3340 | 409
6_report | 0.000482 | 3340 | 409
[logic make-up (layout without fill, tap and decap cells)]
group / after synthesis / count (layout) / share of synthesized area
compound gates: 91 / 91 / 0.329
xor+xnor: 2 / 2 / 0.0159
buf+inv: 24 / 114 / 0.0915
flops: 51 / 51 / 0.447
mux: 1 / 1 / 0.00438
simple gates: 51 / 51 / 0.113
Power is estimated from default activity; no workload was simulated.
