==> flow/design.v <==
module VPU_commit_stage (
    input  logic        clk_i,
    input  logic        rst_i,
    input  logic        VCFG_read_valid_i,
    input  logic [31:0] VCFG_read_data_i,
    output logic        VCFG_commit_o,
    input  logic        lsu_commit_i,
    output logic        vector_lsu_valid_o,
    output logic        vector_result_valid_o,
    output logic [31:0] vector_result_o
);
    always_comb begin
        VCFG_commit_o         = 1'b0;
        vector_result_valid_o = 1'b0;
        vector_result_o       = 32'd0;
        if (VCFG_read_valid_i) begin
            VCFG_commit_o         = 1'b1;
            vector_result_valid_o = 1'b1;
            vector_result_o       = VCFG_read_data_i;
        end
    end
    assign vector_lsu_valid_o = lsu_commit_i;
endmodule
==> flow/run.sh <==
#!/bin/bash
# OpenROAD 26Q1-2900-gdf79404cd8, Yosys 0.63+post, stock flow scripts
make -C /OpenROAD-flow-scripts/flow DESIGN_CONFIG=/design/flow/config.mk WORK_HOME=/design/flow/orfs finish
==> flow/config.mk <==
export PLATFORM = sky130hd
export DESIGN_NAME = VPU_commit_stage
export DESIGN_NICKNAME = VPU_commit_stage
export VERILOG_FILES = /design/flow/design.v
export SDC_FILE = /design/flow/constraint.sdc
export NUM_CORES = 4
export LEC_CHECK = 1
export CORE_AREA = 10 10 70 70
export DIE_AREA = 0 0 80 80
==> flow/constraint.sdc <==
current_design VPU_commit_stage

set clk_period 1.0
set clk_io_pct 0.2

create_clock -name clk0 -period $clk_period

set non_clock_inputs [all_inputs -no_clocks]
set_input_delay [expr $clk_period * $clk_io_pct] -clock clk0 $non_clock_inputs
set_output_delay [expr $clk_period * $clk_io_pct] -clock clk0 [all_outputs]
==> results_slide.txt <==
Flow Results at a Glance

Power and ir drop
  • Peak VDD IR: 0.0686 mV
  • Power Dens Cells: 333 mW/mm2
  • Leak: 0.546 nW

Synth
  • Seq share, synth: 0
  • Number of cells in Yosys stat: 38
  • Area leader share: 0.865
  • Leading post-synthesis cells by cell area: and2_2 86%, buf_4 8.1%, clkbuf_2 5.4%
  • Distinct cell type count after synthesis: 3
  • Largest area contributor in the netlist: and2_2
  • Post-Synthesis Mean Instance Area: 7.31 um2
  • Yosys chip area: 278 um2
  • Mapped Cells: 38
  • Yosys Warn Count: 1
  • Netlist Area Pre-Place: 278 um2

Detailed routing
  • Antenna viol nets, final: 0
  • Final routed DRC violation total: 0
  • Pre-antenna DRT Iters: 2
  • Routed wire length per instance: 12.4 um
  • Vias per Instance: 3.20
  • Antenna diode count: 0
  • Drt initial violations: 4
  • Routed vias: 493
  • Post-Route WL: 1910 um

GRT
  • Vias in the first global route: 543
  • Total track usage: 0.0552
  • Grt total ovfl: 0
  • Largest net degree at the start of global routing: 10
  • First-pass GRT wire length: 2930 um
  • Initial antenna violation count: 0

Finish
  • Seq. cell area: 0 um2
  • Flop Count: 0
  • # clk buffers: 0
  • Area Overhead vs Synth: 248%
  • Layout cell share with drive strength beyond 1: 0.667

CTS
  • Cts hold-fix bufs: 0

Die
  • Die height: 80 um
  • Chip area: 0.00640 mm2
  • Die width: 80 um
  • # rows: 21
  • Ports: 71
  • Core area: 0.00342 mm2
  • Floorplan utilization: 0.0813

Timing
  • Crit share post-route: 0.978
  • Final setup vio count: 0
  • RSZ-0062 raised after global routing: true
  • Final hold violations: 0
  • Slew headroom: 0.950
  • Final slew viol count: 0
  • Minimum clock period: 0.978 ns
  • Fmax: 1.02 GHz
  • Setup WS post-layout: 0.0224 ns
  • Setup TNS: 0 ns
  • Slew @ Worst Pin: 0.0755 ns

Critical path
  • Most used cell, CP: buf_6
  • Critical Path RT: 0.80 ns
  • CP Capture Type: output port
  • CP max stage cell: and2_4
  • Worst path max stage delay: 0.13 ns
  • Worst EP arrival: 0.78 ns
  • Crit path max fanout: 6
  • Cell Chain, Critical Path: buf_8 > buf_6 > buf_6 > and2_4 > buf_6
  • Startpoint types: input pin
  • CP Class: input pin to output port

Placed design
  • DP Worst Slack: -0.702 ns
  • Port bufs: 67
  • Gp weighted congestion: 0.726
  • Post-DP HPWL: 1600 um

Min path
  • Hold path cells: 0
  • Hold crit path type: input pin to output port
  • Hold_sp: lsu_commit_i
  • Worst Hold Path EP: vector_lsu_valid_o

Flow run
  • Stage-log warning count: 36
  • MaxCap Viol Count: 0

Run status
  • Status: finished, final reports clean
## worst max-delay path, delay by kind of cell
family | cells | cell delay, ns
buffers and inverters | 4 | 0.44
AND/OR/NAND/NOR | 1 | 0.13
## layout make-up
type               count  area, um2
well taps             46       57.6
fillers              380       2450
repair buffers        76        631
multi-input cells     32        279
## power by group
part	switching (mW)	internal (mW)
Combinational	0.0738	0.248
Clock	0	0
Sequential	0	0
Total	0.0738	0.248
## how the worst max path moves through the flow
| stage | from | endpoint | slack, ns | cells past startpoint |
|---|---|---|---|---|
| after CTS | VCFG_read_valid_i | vector_result_o[24] | -0.003 | 5 |
| after global routing | VCFG_read_valid_i | vector_result_o[27] | -0.001 | 5 |
| final | VCFG_read_valid_i | vector_result_o[30] | 0.02 | 5 |
## layout by cell type (no fill, tap or decap)
cell type        instances
and2_2                   1
buf_6                   14
dlygate4sd2_1           34
buf_4                    2
buf_8                    2
buf_2                   21
clkdlybuf4s15_1          2
and2_4                  31
clkbuf_2                 1
## what timing repair did
item | CTS | global route
setup buffers | 5 | 0
endpoints found under the setup margin | 34 | 10
pin swaps | 7 | 3
gates resized | 177 | 6
cloned | 2 | 0
## kinds of logic (layout without fill, tap and decap cells)
logic type    Yosys count  count (layout)  share of synthesized area
buf+inv                 6              76                      0.135
simple gates           32              32                      0.865
## stage by stage
step / cell area [um2] / utilization / std cells / total power, mW / hold WS [ns]
after global routing: 967 / 0.283 / 154 / 0.352 / 0.400
after detailed placement: 983 / 0.288 / 147 / 0.334 / 0.400
after global placement: 983 / 0.288 / 147 / 0.330 / 0.400
after CTS: 946 / 0.277 / 154 / 0.322 / 0.400
final: 967 / 0.283 / 154 / 0.322 / 0.400
after floorplan: 278 / - / 38 / 0.0632 / 0.466
## routing by layer
layer  GRT usage  routed length (um)  vias up
met5           0                   0        -
met4     0.00176                   2        0
met3      0.0250                 248        2
met2       0.100                1010       29
met1      0.0600                 650      213
li1            -                   -      249
## synth_stat cells
cell type   n
and2_2     32
buf_4       3
clkbuf_2    3
No activity file was given, so power comes from the tool's default toggle rates.
