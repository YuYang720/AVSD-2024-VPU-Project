[./config.mk]
export PLATFORM = sky130hd
export DESIGN_NAME = B_FIFO
export DESIGN_NICKNAME = B_FIFO
export VERILOG_FILES = /design/flow/design.v
export SDC_FILE = /design/flow/constraint.sdc
export NUM_CORES = 4
export LEC_CHECK = 1
export CORE_AREA = 10 10 70 70
export DIE_AREA = 0 0 80 80
[./constraint.sdc]
current_design B_FIFO

set clk_period 1.9
set clk_io_pct 0.2

create_clock -name clk0 -period $clk_period [get_ports {r_clk}]
create_clock -name clk1 -period $clk_period [get_ports {w_clk}]

set non_clock_inputs [all_inputs -no_clocks]
set_input_delay [expr $clk_period * $clk_io_pct] -clock clk0 $non_clock_inputs
set_output_delay [expr $clk_period * $clk_io_pct] -clock clk0 [all_outputs]
[./design.v]
module B_FIFO (
    input  logic       w_clk,
    input  logic       w_rst,
    input  logic       w_push,
    input  logic [5:0] w_data,
    output logic       w_full,
    input  logic       r_clk,
    input  logic       r_rst,
    input  logic       r_pop,
    output logic [5:0] r_data,
    output logic       r_empty
);
    localparam int unsigned data_bits = 6;
    logic [data_bits-1:0] mem;
    logic                 write_enable, read_enable;
    logic                 write_ptr, read_ptr;
    logic                 write_ptr_r_clk, read_ptr_w_clk;
    logic                 temp_data_r_clk, temp_data_w_clk;
    always_ff @(posedge r_clk) begin
        if (r_rst) begin
            temp_data_r_clk <= 1'b0;
            write_ptr_r_clk <= 1'b0;
        end else begin
            temp_data_r_clk <= write_ptr;
            write_ptr_r_clk <= temp_data_r_clk;
        end
    end
    always_ff @(posedge w_clk) begin
        if (w_rst) begin
            temp_data_w_clk <= 1'b0;
            read_ptr_w_clk  <= 1'b0;
        end else begin
            temp_data_w_clk <= read_ptr;
            read_ptr_w_clk  <= temp_data_w_clk;
        end
    end
    assign w_full       = (write_ptr != read_ptr_w_clk);
    assign r_empty      = (read_ptr  == write_ptr_r_clk);
    assign r_data       = mem;
    assign write_enable = (w_push && ~w_full);
    assign read_enable  = (r_pop  && ~r_empty);
    always_ff @(posedge w_clk) begin : push
        if (w_rst) begin
            mem       <= data_bits'(0);
            write_ptr <= 1'b0;
        end else if (write_enable) begin
            mem       <= w_data;
            write_ptr <= ~write_ptr;
        end
    end
    always_ff @(posedge r_clk) begin
        if      (r_rst)       read_ptr <= 1'b0;
        else if (read_enable) read_ptr <= ~read_ptr;
    end
endmodule
[./run.sh]
#!/bin/bash
# OpenROAD 26Q1-2900-gdf79404cd8, Yosys 0.63+post, stock flow scripts
make -C /OpenROAD-flow-scripts/flow DESIGN_CONFIG=/design/flow/config.mk WORK_HOME=/design/flow/orfs finish
==> load_flow_metrics.sql <==
-- generated from flow reports
INSERT INTO impl_metrics (metric_group, metric, value, unit) VALUES
('status', 'run_status', 'finished, final reports clean', ''),
('logic_synthesis', 'yosys.area_share.aoi', '0.166', ''),
('cells_and_area', 'final_layout_top_logic_cell', 'sky130_fd_sc_hd__clkdlybuf4s50_1', ''),
('clock_network', 'cts_tree', 'built', ''),
('min_path', 'worst_hold_end', 'write_ptr_r_clk', ''),
('sta', 'clock_skew', '0.00148', 'ns'),
('critical_path', 'launching_element_type_of_the_critical_path', 'register', ''),
('sta', 'final_hold_viol_count', '0', ''),
('sta', 'setup_viol', '0', ''),
('clock_network', 'setup_fix_bufs_post_cts', '0', ''),
('cells_and_area', 'finish.instance_area', '719', 'um2'),
('floorplan', 'fp.dieH', '80', 'um'),
('critical_path', 'crit_path_max_fanout', '7', ''),
('critical_path', 'critPathKind', 'reg2out', ''),
('sta', 'final_number_of_max_transition_violations', '0', ''),
('routing', 'tally_of_nets_with_antenna_violations_remaining_after_routing', '0', ''),
('sta', 'worst_hold_slack', '0.446', 'ns'),
('logic_synthesis', 'ys_types', '14', ''),
('clock_network', 'clk_pin_slew', '0.06', 'ns'),
('place', 'portbufs', '18', ''),
('place', 'detailed_place_hpwl', '896', 'um'),
('global_route', 'grt_max_degree', '10', ''),
('logic_synthesis', 'area_leader_netlist', 'sky130_fd_sc_hd__dfxtp_1', ''),
('clock_network', 'tritoncts_num_sinks', '12', ''),
('place', 'dpl-instance-area', '667', 'um2'),
('cells_and_area', 'final_layout_top_logic_cells', 'sky130_fd_sc_hd__clkdlybuf4s50_1, sky130_fd_sc_hd__dfxtp_1, sky130_fd_sc_hd__nand3_1, sky130_fd_sc_hd__a21oi_1, sky130_fd_sc_hd__clkbuf_4', ''),
('power_and_ir_drop', 'p_total', '0.000604', 'W'),
('run', 'tool_warnings', '26', ''),
('routing', 'dr.first_iter.drc_count', '75', ''),
('floorplan', 'floorplan.rows', '21', ''),
('cells_and_area', 'seqCellArea', '240', 'um2'),
('logic_synthesis', 'numSynthFlops', '12', ''),
('min_path', 'hold_path.startpoint', 'temp_data_r_clk', ''),
('logic_synthesis', 'ys_top_cells_by_area', 'sky130_fd_sc_hd__dfxtp_1, sky130_fd_sc_hd__a21oi_1, sky130_fd_sc_hd__nand3_1, sky130_fd_sc_hd__nor2b_1, sky130_fd_sc_hd__o21ai_1', ''),
('routing', 'diodes', '0', ''),
('global_route', 'first_global_vias', '414', ''),
('critical_path', 'worst-r2r-cell-count', '4', ''),
('floorplan', 'design.core.area', '3420', 'um2'),
('power_and_ir_drop', 'ir_drop', '0.317', 'mV'),
('critical_path', 'r2r_slack', '0.86', 'ns'),
('sta', 'max-slew-margin-rel', '0.751', ''),
('clock_network', 'hold_buffers', '0', ''),
('logic_synthesis', 'synthXorXnorAreaFrac', '0.0581', ''),
('clock_network', 'cts.repair.resized', '0', ''),
('logic_synthesis', 'synthDominantCellAreaShare', '0.558', ''),
('floorplan', 'overall_chip_area', '6400', 'um2'),
('routing', 'wirelength', '1.16', 'mm'),
('critical_path', 'timing.critical_path.required', '1.52', 'ns'),
('cells_and_area', 'drive_above_1_share', '0.159', ''),
('global_route', 'number_of_antenna_violations_at_the_first_check_in_global_routing', '0', ''),
('min_path', 'hold_path_class', 'reg2reg', ''),
('routing', 'vias', '388', ''),
('logic_synthesis', 'synthCells', '44', ''),
('critical_path', 'r2r-start', 'write_ptr', ''),
('run', 'cap_violations', '0', ''),
('global_route', 'grt_pass1_wl', '1.85', 'mm'),
('place', 'gp_congestion', '0.815', ''),
('critical_path', 'rr_endpoint', 'mem[1]', ''),
('power_and_ir_drop', 'power_leakage', '0.256', 'nW'),
('min_path', 'min_path_cells', '1', ''),
('global_route', 'global_route_total_usage_across_every_layer', '0.0368', ''),
('power_and_ir_drop', 'power.density', '839', 'nW/um2'),
('logic_synthesis', 'postSynthSeqShare', '0.558', ''),
('logic_synthesis', 'synth-simple-area-share', '0.145', ''),
('floorplan', 'die_w', '80', 'um'),
('global_route', 'grt_overflow', '0', ''),
('logic_synthesis', 'area_of_the_mapped_netlist', '430', 'um2'),
('floorplan', 'ios', '20', ''),
('routing', 'drt-pass1-iter-count', '4', ''),
('cells_and_area', 'logic_area', '169', 'um2'),
('critical_path', 'arrival', '1.34', 'ns');
through the flow:
| stage | utilization | setup slack, ns | instances |
|---|---|---|---|
| final | 0.211 | 0.181 | 115 |
| after global routing | 0.211 | 0.112 | 115 |
| after CTS | 0.211 | 0.162 | 115 |
| after detailed placement | 0.195 | 0.379 | 107 |
| after global placement | 0.195 | 0.410 | 107 |
| after floorplan | - | 0.812 | 44 |
sequential cells by signal, summed over array words and instances (netlist names):
signal           count
mem                  6
read_ptr             1
read_ptr_w_clk       1
temp_data_r_clk      1
temp_data_w_clk      1
write_ptr            1
write_ptr_r_clk      1
worst max-delay path by stage:
stage | cells past startpoint | slack (ns) | from | to
CTS | 3 | 0.16 | write_ptr | w_full
global route | 3 | 0.11 | write_ptr | w_full
finish | 3 | 0.18 | write_ptr | w_full
synthesized netlist by cell type:
| master | count |
|---|---|
| sky130_fd_sc_hd__a21oi_1 | 6 |
| sky130_fd_sc_hd__xnor2_2 | 1 |
| sky130_fd_sc_hd__inv_4 | 2 |
| sky130_fd_sc_hd__o21ai_2 | 1 |
| sky130_fd_sc_hd__dfxtp_1 | 12 |
| sky130_fd_sc_hd__a211oi_1 | 1 |
| sky130_fd_sc_hd__nor2_1 | 2 |
| sky130_fd_sc_hd__nor2b_1 | 4 |
| sky130_fd_sc_hd__buf_2 | 1 |
| sky130_fd_sc_hd__xnor2_1 | 1 |
| sky130_fd_sc_hd__o21ai_1 | 5 |
| sky130_fd_sc_hd__clkbuf_1 | 1 |
| sky130_fd_sc_hd__mux2i_1 | 1 |
| sky130_fd_sc_hd__nand3_1 | 6 |
power by group:
group	total, W	internal, W	switching, W
logic	0.0000744	0.0000475	0.0000268
registers	0.000270	0.000264	0.00000684
clock network	0.000259	0.000160	0.0000996
total	0.000604	0.000471	0.000133
worst max-delay path: stages, from the launching register on:
cell                              delay [ns]
sky130_fd_sc_hd__dfxtp_1                0.34
sky130_fd_sc_hd__xnor2_2                0.17
sky130_fd_sc_hd__inv_4                  0.10
sky130_fd_sc_hd__clkdlybuf4s50_1        0.47
per-layer routing:
layer	wire [um]	track usage	vias up
met3	195	0.0318	0
met2	392	0.0441	21
met1	577	0.0474	166
met5	0	0	-
li1	-	-	201
met4	0	0.00880	0
logic make-up after synthesis:
kind of cell,after synthesis
compound gates,13
simple gates,12
mux,1
xor+xnor,2
flops,12
buf+inv,4
final cells by class:
cell class                      instances  share of cell area
Tap cell                               46              0.0800
Timing Repair Buffer                   19               0.261
Multi-Input combinational cell         28               0.235
Clock buffer                            8              0.0730
Inverter                                2              0.0174
Sequential cell                        12               0.334
Power figures rest on the tool's default switching activity, not on a simulated workload.
